--- /design/flow/constraint.sdc ---
current_design dff_2

set clk_period 1.0
set clk_io_pct 0.2

create_clock -name clk0 -period $clk_period [get_ports {clk}]

set non_clock_inputs [all_inputs -no_clocks]
set_input_delay [expr $clk_period * $clk_io_pct] -clock clk0 $non_clock_inputs
set_output_delay [expr $clk_period * $clk_io_pct] -clock clk0 [all_outputs]
--- /design/flow/run.sh ---
#!/bin/bash
# OpenROAD 26Q1-2900-gdf79404cd8, Yosys 0.63+post, stock flow scripts
make -C /OpenROAD-flow-scripts/flow DESIGN_CONFIG=/design/flow/config.mk WORK_HOME=/design/flow/orfs finish
--- /design/flow/config.mk ---
export PLATFORM = sky130hd
export DESIGN_NAME = dff_2
export DESIGN_NICKNAME = dff_2
export VERILOG_FILES = /design/flow/design.v
export SDC_FILE = /design/flow/constraint.sdc
export NUM_CORES = 4
export LEC_CHECK = 1
export CORE_AREA = 10 10 106 106
export DIE_AREA = 0 0 116 116
--- /design/flow/design.v ---
module dff_2 (   
    input wire [31:0] alu_in,
    input wire        clk,
    input wire        rstn,
    input wire        overflow_in,
    input wire        underflow_in,
    input wire        normalized_round_done_in,
    input wire        done_cal_in,
    output reg [31:0] alu_out,
    output reg        overflow,
    output reg        underflow,
    output reg        done_cal,
    output reg        normalized_round_done
); 
    always @ (posedge clk or negedge rstn) begin 
        if (!rstn) begin  
            alu_out                      <= 'b0; 
            normalized_round_done        <= 1'b0;
            underflow                    <= 1'b0;
            overflow                     <= 1'b0;
            done_cal                     <= 1'b0;
        end 
        else begin
            if (underflow_in) begin
                alu_out                  <= 'h00000000;
                normalized_round_done    <= normalized_round_done_in;
                underflow                <= underflow_in;
                overflow                 <= overflow_in;
                done_cal                 <= done_cal_in;
            end
            else begin
                if (overflow_in) begin
                alu_out                  <= 'h7f7fffff;
                normalized_round_done    <= normalized_round_done_in;
                underflow                <= underflow_in;
                overflow                 <= overflow_in;
                done_cal                 <= done_cal_in;
                end
                else begin
                    alu_out                  <= alu_in;
                    normalized_round_done    <= normalized_round_done_in;
                    underflow                <= underflow_in;
                    overflow                 <= overflow_in;
                    done_cal                 <= done_cal_in;
                end
            end
        end 
    end 
endmodule
==> out/qor.yml <==
grt_use_total_pct: 5.46
grt_pass1_vias: 992
placed_area_um2: 2140
cts.reportedPaths.clkPinSlew_ps: 80
violations: "hold timing"
lay_top_cells: "buf_2, dfrtp_1, clkdlybuf4s50_1, o21ba_2, clkbuf_8"
max_slew.worst_pin.slew_ps: 204
crit_family: "flip-flops"
rows: 34
setup_ws_ps: 34.1
coreArea_um2: 8850
grt_overflow: 0
crit_type: "flop to output port"
ys_cells: 74
ys_types: 5
cp_slowest_cell: "dfrtp_1"
die_area_um2: 13500
end_kind: "output port"
powerDensity_nw_per_um2: 1450
maxCapViolations: 0
gp_congestion: 0.660
arrival_ps: 770
outcome: "complete, but fails checks"
hold_violations: 36
syn_area_um2: 1260
setup_viol_count_final: 0
fmax_ghz: 1.04
yosysTopAreaCell: "dfrtp_1"
drtPass1Iterations: 2
postCtsSetupBuffers: 0
fp_util_pct: 14.3
hp-class: "primary input to asynchronous set/reset pin"
period_needed_ps: 966
wire_per_inst_um: 14.3
ir_drop_mv: 0.392
leakagePower_nw: 0.902
avgViaCountPerCell: 3.40
die.size.y_um: 116
worstPathRequired_ps: 800
dpl.hpwl_mm: 2.68
numSynthFlops: 36
rsz0062_at_grt: "yes"
critPathMaxFanout: 1
clkSinkCount: 36
numCtsBuffers: 5
chipWidth_um: 116
synth_cells: 74
io_pins: 74
syn2layout_area_growth_pct: 60.8
path_cells: "buf_2"
drt_iter0_drc: 25
critPathMaxStageDelay_ps: 360
antenna_found_initial: 0
drive_gt1_share_pct: 50.3
final_layout_top_logic_cell: "buf_2"
maxSlewViolCount: 0
slew-limit-headroom_pct: 86.4
ys_area_um2: 1260
n_antenna_cell: 0
cts_root_buf: "clkbuf_8"
drc: 0
openroad.warnings: 28
numPortBuffers: 73
cts_tree: "yes"
postLayoutCellArea_um2: 2030
ant_nets: 0
synth.avg_cell_area_um2: 17.1
area_leaders: "dfrtp_1, o21ba_2, buf_6"
post-route-period-util_pct: 96.6
drt-total-wl_mm: 3.70
finish.utilization_pct: 23.0
h-tree-depth: 2
grt_pass1_wl_mm: 5.82
grt_max_degree: 37
start_kind: "flop"
pre_cts_ws_ps: -196
critPathLaunch: "alu_out[17]"
crit_buf_inv: 1
via_count: 881
clockBufferDepth: 2
finalPower_mw: 2.95
top_area_share_pct: 71.2
hold_slack_ps: -125
yosysWarnings: 1
yosys.stat.seqShare_pct: 71.2
[how the worst max path moves through the flow]
stage	to	slack, ps	cells after the start
CTS	alu_out[3]	5	1
global route	alu_out[3]	-20	1
finish	alu_out[17]	30	1
[stage by stage]
stage / hold slack, ps / TNS (ps) / std cells
6_report: -125 / 0 / 259
5_1_grt: -129 / -118 / 259
4_1_cts: -130 / 0 / 259
3_5_place_dp: 181 / -5920 / 252
3_3_place_gp: 179 / -5600 / 252
2_1_floorplan: -95.6 / 0 / 74
[cell usage after synthesis]
master    n
buf_2     3
buf_6     3
dfrtp_1  36
nor3b_1   2
o21ba_2  30
[logic make-up (layout without fill, tap and decap cells)]
logic type / Yosys count / in the layout / share of synthesized area, %
buf+inv: 6 / 83 / 3.86
flops: 36 / 36 / 71.2
simple gates: 2 / 2 / 1.19
compound gates: 30 / 30 / 23.7
[power by group]
group / switching (mW) / total, mW / internal (mW)
logic: 0.127 / 0.412 / 0.286
clock network: 0.504 / 0.977 / 0.474
registers: 0.0190 / 1.56 / 1.54
total: 0.649 / 2.95 / 2.30
[registers in the layout, indices dropped and copies added (netlist names)]
signal                 cells
alu_out                   32
done_cal                   1
normalized_round_done      1
overflow                   1
underflow                  1
[what timing repair did]
action                                 4_1_cts  5_1_grt
gates resized                              110        0
setup endpoints to repair                   36       13
endpoints found under the hold margin       36       36
pin swaps                                    0        0
[cell type report]
| class | instances | area [um^2] |
|---|---|---|
| fillers | 947 | 6810 |
| well taps | 108 | 135 |
| clock inverters | 1 | 5.00 |
| flip-flops and latches | 36 | 901 |
| multi-input cells | 32 | 315 |
| clock buffers | 6 | 72.6 |
| repair buffers | 76 | 606 |
[per-layer routing]
| layer | vias to the layer above | global-route usage [%] | wire length (um) |
|---|---|---|---|
| met3 | 5 | 2.93 | 436 |
| met2 | 44 | 8.61 | 1720 |
| met1 | 430 | 6.75 | 1500 |
| met5 | - | 0 | 0 |
| li1 | 402 | - | - |
| met4 | 0 | 0.584 | 43 |
