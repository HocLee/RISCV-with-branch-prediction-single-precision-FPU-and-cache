==> flow/design.v <==
module dff_1(
    input  wire        clk,
    input  wire        rstn,
    input  wire [1:0]  sel,
    input  wire [31:0] a_in,
    input  wire [31:0] b_in,
    output reg  [31:0] a_out,
    output reg  [31:0] b_out,
    output reg  [1:0]  sel_out
);
    always@ (posedge clk or negedge rstn) begin
        if (!rstn) begin
            a_out   <= 'b0;
            b_out   <= 'b0;
            sel_out <= 'b0;
        end
        else begin
            a_out   <= a_in;
            b_out   <= b_in;
            sel_out <= sel;
        end
    end
endmodule
==> flow/run.sh <==
#!/bin/bash
# OpenROAD 26Q1-2900-gdf79404cd8, Yosys 0.63+post, stock flow scripts
make -C /OpenROAD-flow-scripts/flow DESIGN_CONFIG=/design/flow/config.mk WORK_HOME=/design/flow/orfs finish
==> flow/config.mk <==
export PLATFORM = sky130hd
export DESIGN_NAME = dff_1
export DESIGN_NICKNAME = dff_1
export VERILOG_FILES = /design/flow/design.v
export SDC_FILE = /design/flow/constraint.sdc
export NUM_CORES = 4
export LEC_CHECK = 1
export CORE_AREA = 10 10 110 110
export DIE_AREA = 0 0 120 120
==> flow/constraint.sdc <==
current_design dff_1

set clk_period 1.0
set clk_io_pct 0.2

create_clock -name clk0 -period $clk_period [get_ports {clk}]

set non_clock_inputs [all_inputs -no_clocks]
set_input_delay [expr $clk_period * $clk_io_pct] -clock clk0 $non_clock_inputs
set_output_delay [expr $clk_period * $clk_io_pct] -clock clk0 [all_outputs]
==> flow_summary_export.csv <==
group,metric,value,unit
sta,rsz0062_at_grt,"true",
synth,top_cells_by_area,"dfrtp_1 (100%)",
detailed_routing,drt-pass1-iter-count,4,
die,die_h,120,um
synth,ys.warnings.count,1,
synth,yosys-stat-cells,66,
placement,hpwl,3.57,mm
detailed_routing,ant_nets,0,
clock_network,clk_path_buf_depth,2,
worst_setup_path,crit_family,"flip-flops",
power,p_total,5510,uW
clock_network,tritoncts,"built",
global_route,grt-ovfl-total,0,
sta,tightest_slew,0.174,ns
global_route,antenna_found_initial,0,
sta,hold_ws,-0.156,ns
worst_setup_path,crit_chain,"buf_2",
synth,netlist_area,1650,sq um
flow_run,cap_violations,0,
global_route,grt_pass1_wl,6.82,mm
detailed_routing,routedWlPerCell,12.7,um
detailed_routing,vias,1079,
sta,fin_crit,1.00,ns
placement,dp_slack,0.00202,ns
detailed_routing,drcViolationCount,0,
synth,largest_area_cell,"dfrtp_1",
cells_and_area,syn_to_final_growth,85.2,%
die,core-area,9770,sq um
worst_setup_path,worst-path-buf-inv,1,
detailed_routing,avgViaCountPerCell,3.08,
die,core_util_floorplan,16.9,%
synth,edf_count,0,
clock_network,cts.sink_count,66,
sta,final_max_slew_viol_count,0,
worst_setup_path,critPathSlowestCell,"dfrtp_1",
die,die_w,120,um
clock_network,cts_buffers,9,
die,chipArea,14400,sq um
worst_setup_path,cp-start-kind,"flip-flop",
synth,synth_top_area_share,100,%
die,rows,36,
min_path,hp-class,"in -> async",
power,peakVddDrop,585,uV
status,status,"finished, violations left",
detailed_routing,drt_iter0_markers,17,
worst_setup_path,cp-end-kind,"primary output",
cells_and_area,drive_above_1_share,38.7,%
synth,ys_area,1650,sq um
synth,ys_seq_elements,66,
cells_and_area,nFillCells,997,
worst_setup_path,cp_max_fo,1,
status,violations,"hold timing, setup timing",
worst_setup_path,cp.arrival,0.80,ns
sta,final_hold_viol_count,66,
synth,synth.distinct_cells,1,
cells_and_area,logic_gate_count,0,
sta,fin_ws,-0.00484,ns
global_route,grt_pass1_vias,1234,
cells_and_area,logic_area,0,sq um
synth,async_flop_share,100,%
sta,setup_violations,7,
global_route,grt_max_degree,34,
power,cellLeakagePower,0.00141,uW
placement,gp_congestion,0.748,
sta,relSlewSlack,88.4,%
worst_setup_path,worstPathRequired,0.80,ns
worst_setup_path,critPathKind,"reg -> out",
synth,syn_avg_cell_area,25.0,sq um
flow_run,warning_count,29,
power,powerDensity,1800,nW/um^2
clock_network,clkSlewWorstSetupHoldPaths,0.08,ns
synth,synthTopCellsByCount,"dfrtp_1 (66)",
placement,io_buffer_count,133,
sta,fin_crit_sh,100,%
clock_network,h-tree-depth,3,
synth,flop_cell,"dfrtp_1",
clock_network,cts-root-buf,"clkbuf_8",
synth,postSynthSeqShare,100,%
sta,max_freq,995,MHz
global_route,grt_use_total,5.99,%
sta,fin_setup_tns,-0.0168,ns
synth,synth_cells,66,
synth,synth.most_common_cell,"dfrtp_1",
worst_setup_path,slowest_delay,0.36,ns
detailed_routing,wl,4.45,mm
detailed_routing,num_antenna_cells,0,
die,io_pins,134,
final cells by class:
| type | instances | area, sq um | area share, % |
|---|---|---|---|
| sequential | 66 | 1650 | 54.0 |
| tap | 133 | 166 | 5.44 |
| clock inverter | 4 | 50.0 | 1.64 |
| clock buffer | 12 | 155 | 5.07 |
| timing repair buffer | 135 | 1040 | 33.9 |
layer usage:
metal | global-route usage, % | up-vias | routed length [um]
met3 | 4.52 | 5 | 671
met2 | 8.77 | 80 | 1940
li1 | - | 496 | -
met1 | 6.90 | 498 | 1760
met4 | 1.36 | 0 | 78
met5 | 0 | - | 0
layout by cell type (no fill, tap or decap):
cell type        Yosys  layout
bufinv_16            0       1
buf_12               0       2
clkbuf_8             0      11
clkdlybuf4s50_1      0      66
buf_2                0      67
clkinvlp_4           0       2
clkinv_2             0       1
clkbuf_1             0       1
dfrtp_1             66      66
power breakdown:
group,switching (uW),internal [uW]
combinational,104,324
clock,974,1280
sequential,25.0,2800
registers in the layout (all words and copies together), names as in the netlist:
| signal | count |
|---|---|
| b_out | 32 |
| a_out | 32 |
| sel_out | 2 |
cells by family after synthesis:
| family | after synthesis | synth area share (%) |
|---|---|---|
| DFF | 66 | 100 |
worst max path at each step:
stage / start / to / slack (ns) / cells after the start
final: a_out[7] / a_out[7] / -0.005 / 1
after global routing: sel_out[0] / sel_out[0] / -0.08 / 1
after CTS: a_out[7] / a_out[7] / -0.06 / 1
stage by stage:
stage	instance area (sq um)	std cells	util [%]	hold slack [ns]
final	3060	350	31.3	-0.156
after floorplan	1650	66	-	-0.0956
after global placement	3180	334	32.6	0.211
after global routing	3060	350	31.3	-0.172
after detailed placement	3180	334	32.6	0.212
after CTS	3060	350	31.3	-0.173
repair_timing:
| item | in CTS | in global routing |
|---|---|---|
| endpoints found under the hold margin | 66 | 66 |
| endpoints found under the setup margin | 66 | 66 |
| resized | 198 | 0 |
| pin swaps | 0 | 0 |
| buffers inserted | 0 | 0 |
Power and IR drop assume default switching activity.
