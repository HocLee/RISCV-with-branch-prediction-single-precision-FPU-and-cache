`./design.v`:
```
module Reg_After_MEM_WB (
  input  wire        clk        ,
  input  wire        rst        ,
  input  wire        wb_MemRd   ,
  input  wire        wb_RegWr   ,
  input  wire  [4:0] wb_rd      ,
  output reg         extra_MemRd,  
  output reg         extra_RegWr,
  output reg   [4:0] extra_rd
);
    always @ (posedge clk) begin
        if (rst) begin
        extra_MemRd  <= 0;
		    extra_RegWr  <= 0;
		    extra_rd     <= 0;
        end 
	    else begin
	      extra_MemRd   <= wb_MemRd; 
		    extra_RegWr   <= wb_RegWr;
		    extra_rd      <= wb_rd   ;
		end 
    end
endmodule 
```
`./config.mk`:
```
export PLATFORM = sky130hd
export DESIGN_NAME = Reg_After_MEM_WB
export DESIGN_NICKNAME = Reg_After_MEM_WB
export VERILOG_FILES = /design/flow/design.v
export SDC_FILE = /design/flow/constraint.sdc
export NUM_CORES = 4
export LEC_CHECK = 1
export CORE_AREA = 10 10 70 70
export DIE_AREA = 0 0 80 80
```
`./constraint.sdc`:
```
current_design Reg_After_MEM_WB

set clk_period 1.0
set clk_io_pct 0.2

create_clock -name clk0 -period $clk_period [get_ports {clk}]

set non_clock_inputs [all_inputs -no_clocks]
set_input_delay [expr $clk_period * $clk_io_pct] -clock clk0 $non_clock_inputs
set_output_delay [expr $clk_period * $clk_io_pct] -clock clk0 [all_outputs]
```
`./run.sh`:
```
#!/bin/bash
# OpenROAD 26Q1-2900-gdf79404cd8, Yosys 0.63+post, stock flow scripts
make -C /OpenROAD-flow-scripts/flow DESIGN_CONFIG=/design/flow/config.mk WORK_HOME=/design/flow/orfs finish
```
==> run_results.csv <==
group,metric,value,unit
outcome,status,"completed",
setup_path,cp.required,0.80,ns
placed_design,port_buffers,15,
detailed_routing,avgViaCountPerCell,1.86,
synth,ys_cells,14,
power,ir_drop,0.000211,V
layout,synthToLayoutAreaGrowth,127,%
final_timing,fin_crit,0.963,ns
floorplanning,floorplan.core_util,0.0538,
grt,grt_start_max_net_pins,8,
grt,grt_pass1_wl,910,um
synth,syn_inst,14,
detailed_routing,wire_per_inst,7.46,um
synth,synthTopCellsByCount,"dfxtp_1, nor2b_1",
final_timing,slew_headroom,0.839,
synth,ys_seq_frac,0.762,
hold_path,hp-class,"input port to flip-flop",
cts,htreeDepth,1,
setup_path,critPathCaptureType,"output pin",
cts,cts_sinks,7,
power,leakage,0.157,nW
detailed_routing,route.detailed.drc,0,
final_timing,grt_setup_unrepaired,"false",
placed_design,place_congestion,0.652,
detailed_routing,ant_nets,0,
synth,top_area_cell,"dfxtp_1",
cts,cts_tree,"built",
floorplanning,die_area,6400,um2
setup_path,crit_path_top_delay_cell,"dfxtp_1",
grt,groute.usage.overall,0.0181,
setup_path,worstSetupStartpointType,"flip-flop",
job,maxCapViolCount,0,
synth,synth_async_sr_flop_share,0,
cts,numCtsBuffers,3,
final_timing,worst_slew_pin_slew,0.240,ns
floorplanning,die_w,80,um
floorplanning,ios,16,
grt,overflow,0,
setup_path,crit_chain,"dlygate4sd2_1",
final_timing,whs,0.503,ns
cts,postCtsHoldBufs,0,
floorplanning,core.rowCount,21,
synth,syn_area,184,um2
power,cellPowerDensity,1450,nW/um2
detailed_routing,insertedDiodeCount,0,
cts,clkTransAtPathRegs,0.05,ns
synth,edf_count,0,
setup_path,arrival,0.76,ns
floorplanning,die_h,80,um
final_timing,setup_viol,0,
final_timing,min_period_over_period,0.963,
detailed_routing,wirelength,589,um
floorplanning,core_area,3420,um2
detailed_routing,firstDrtPassIters,1,
synth,top_cell_area_share,0.762,
layout,drive_gt1_frac,0.121,
power,fin_total_pwr,0.000605,W
synth,yosys_area,184,um2
final_timing,fmax,1.04,GHz
synth,syn_area_per_cell,13.1,um2
grt,grt_antenna_before_repair,0,
grt,grt_pass1_vias,179,
synth,ys_warn_count,1,
setup_path,path_class,"flip-flop to output pin",
job,tool_warnings,25,
setup_path,path_max_fanout,1,
cts,clockBufferDepth,2,
cts,cts-root-buf,"clkbuf_4",
synth,ff_type,"dfxtp_1",
final_timing,slew_viol_final,0,
detailed_routing,num_vias,147,
setup_path,crit_buf_inv,1,
setup_path,cpPeakStageDelay,0.29,ns
synth,synthTopCellsByArea,"dfxtp_1, nor2b_1",
synth,synth.distinct_cells,2,
synth,numSynthFlops,7,
final_timing,hold_viol,0,
detailed_routing,drt_iter0_drc,0,
setup_path,crit_family,"flip-flops",
## cells in the final DEF (no fill, tap or decap), drive strengths merged
master / count
clkdlybuf4s50: 8
clkbuf: 4
dlygate4sd2: 2
dfxtp: 7
clkdlybuf4s15: 5
nor2b: 7
## sequential cells by signal, summed over array words and instances (netlist names)
register / count
extra_rd: 5
extra_MemRd: 1
extra_RegWr: 1
## worst paths after layout
path                                from                      to  depth (start not counted)
hold / removal                  wb_MemRd  extra_MemRd$_SDFF_PP0_                          2
setup / recovery  extra_MemRd$_SDFF_PP0_             extra_MemRd                          1
## kinds of logic after synthesis
kind of cell | count (synthesis) | share of synthesized area
and+or+nand+nor | 7 | 0.238
DFF | 7 | 0.762
## through the flow
stage | setup TNS, ns | area (um2) | setup WS [ns] | std cells | utilization
after global placement | 0 | 392 | 0.00000960 | 75 | 0.115
after floorplan | 0 | 184 | 0.538 | 14 | -
after global routing | 0 | 417 | 0.00704 | 79 | 0.122
after detailed placement | -0.153 | 392 | -0.0256 | 75 | 0.115
final | 0 | 417 | 0.0371 | 79 | 0.122
after CTS | 0 | 409 | 0.00919 | 79 | 0.120
## where the power goes
part | total, W | switching, W | internal (W)
clock network | 0.000245 | 0.0000937 | 0.000152
registers | 0.000298 | 0.00000314 | 0.000295
logic | 0.0000614 | 0.0000119 | 0.0000495
## metal layers
layer | vias to the layer above | track usage | part of all wire
met2 | 9 | 0.0289 | 0.46
met1 | 56 | 0.0187 | 0.42
met3 | 2 | 0.00682 | 0.076
met4 | 0 | 0.0141 | 0.046
li1 | 80 | - | -
met5 | - | 0 | 0
## final cells by class
cell class,instances,area (um2)
clock buffers,4,26.3
multi-input cells,7,43.8
repair buffers,15,148
fillers,401,3000
well taps,46,57.6
flip-flops and latches,7,141
## timing repair
item                                    CTS  global route
setup buffers                             0             0
endpoints found under the setup margin    7             5
resized                                   7             6
Power figures rest on the tool's default switching activity, not on a simulated workload.
